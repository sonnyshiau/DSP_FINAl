File: constraint.sdc
current_design fir

set clk_period 18.3
set clk_io_pct 0.2

create_clock -name clk0 -period $clk_period [get_ports {clk}]

set non_clock_inputs [all_inputs -no_clocks]
set_input_delay [expr $clk_period * $clk_io_pct] -clock clk0 $non_clock_inputs
set_output_delay [expr $clk_period * $clk_io_pct] -clock clk0 [all_outputs]
File: config.mk
export PLATFORM = sky130hd
export DESIGN_NAME = fir
export DESIGN_NICKNAME = fir
export VERILOG_FILES = /design/flow/design.v
export SDC_FILE = /design/flow/constraint.sdc
export NUM_CORES = 4
export LEC_CHECK = 1
export CORE_UTILIZATION = 30
File: design.v
`timescale 1ns / 1ps
module fir(
    input wire clk,
    input wire rst_n,
    input wire [14:0] data_in,
    output wire [19:0] data_out
);
localparam inWL=15;
localparam macWL=20;
localparam tap_num = 37;
reg signed [inWL-1:0]   coeff  [0:tap_num-1];
reg  signed [inWL-1:0]   shift  [0:tap_num-1];
wire signed [inWL*2-1:0] mul    [0:tap_num-1];
wire signed [macWL-1:0]  acc    [0:tap_num-1];
initial begin
    coeff[0] = -15'd38; coeff[1] = -15'd137; coeff[2] = 15'd0;
    coeff[3] = 15'd241; coeff[4] = 15'd120; coeff[5] = -15'd331;
    coeff[6] = -15'd351; coeff[7] = 15'd338; coeff[8] = 15'd690;
    coeff[9] = -15'd178; coeff[10] = -15'd1114; coeff[11] = -15'd267;
    coeff[12] = 15'd1562; coeff[13] = 15'd1185; coeff[14] = -15'd1964;
    coeff[15] = -15'd3176; coeff[16] = 15'd2241;coeff[17] = 15'd11639;
    coeff[18] = 15'd16383; 
    coeff[19] = 15'd11639; coeff[20] = 15'd2241;coeff[21] = -15'd3176; 
    coeff[22] = -15'd1964; coeff[23] = 15'd1185; coeff[24] = 15'd1562; 
    coeff[25] = -15'd267; coeff[26] = -15'd1114;
    coeff[27] = -15'd178; coeff[28] = 15'd690; coeff[29] = 15'd338;
    coeff[30] = -15'd351; coeff[31] = -15'd331; coeff[32] = 15'd120;
    coeff[33] = 15'd241; coeff[34] = 15'd0; coeff[35] = -15'd137;
    coeff[36] = -15'd38;
end
genvar idx;
generate
    for(idx=0;idx<tap_num;idx=idx+1)begin
        assign mul[idx] = shift[idx]*coeff[idx];
    end
endgenerate
generate
    for(idx = 0; idx < tap_num; idx = idx + 1) begin
        if (idx == 0) begin
            assign acc[idx] = mul[idx][29:10];
        end 
        else begin
            assign acc[idx] = acc[idx - 1] + mul[idx][29:10];
        end
    end
endgenerate
integer j;
always@(posedge clk or negedge rst_n)begin
    if(~rst_n)begin
        for(j=0;j<tap_num;j=j+1)
            shift[j] <= 0;
    end
    else begin
        shift[0]<=data_in;
        for(j=1;j<tap_num;j=j+1)
            shift[j]<=shift[j-1];
    end
end
assign data_out = acc[tap_num-1];
endmodule
File: run.sh
#!/bin/bash
# OpenROAD 26Q1-2900-gdf79404cd8, Yosys 0.63+post, stock flow scripts
make -C /OpenROAD-flow-scripts/flow DESIGN_CONFIG=/design/flow/config.mk WORK_HOME=/design/flow/orfs finish
==> results.toml <==
# synthesis and place-and-route metrics
[detailed_routing]
dr.pass1.iters = 7
wl_per_cell_um = 16.87
drtIter0Drc = 3422
vias = 102323
wirelength_mm = 408.4
ant_nets = 0
drcViolationCount = 0
via_per_inst = 4.228

[worst_setup_path]
crit_top_cell = "fa_1"
crit_arrival_ns = 14.66
worst_path_max_delay_cell = "fa_2"
path_class = "reg -> out"
slowest_delay_ns = 0.63
crit_family = "adder cells"
endpoint_kind = "primary output"
cp_max_fo = 4
worst-path-buf-inv = 6
critPathLaunchType = "flip-flop"
required_ns = 14.64

[yosys]
yosysWarnings = 2
edf_count = 0
postSynthSeqShare = 0.08168
ff_type = "dfrtp_1"
syn_inst = 16277
async_flop_share = 1.000
syn_avg_cell_area_um2 = 10.45
yosysUniqueCellTypes = 99
ys.flops = 555
ys_chip_area_um2 = 170000
ys_cells = 16277
syn_area_um2 = 170000

[layout]
largest_register_ffs = 555
final_cells = 24203
regMostFlops = "shift"
final.fill_count = 56466
area_growth_pct = 8.900
top_regs = "shift: 555 flops"
logic_area_um2 = 136800
seq_area_um2 = 13920
drive_gt1_frac = 0.03942

[floorplanning]
die-height_um = 754.9
rows = 276
initCoreUtil = 0.3012
coreArea_um2 = 564600
chipArea_um2 = 569800
io_pins = 37
die_w_um = 754.9

[grt]
grtUsageMet2 = 0.2396
grt_pass1_vias = 111582
antenna_found_initial = 5
grtUsageMet1 = 0.2107
grt_max_degree = 79
grt.met3_usage = 0.06603
grt_pass1_wl_mm = 650.0
grt-ovfl-total = 0
track_usage = 0.1560
busiest_layer = "met2"

[sta]
skew_ns = 0.06655
fin_tns_setup_ns = -0.02251
fin_crit_sh = 1.001
tightest_slew_ns = 0.9344
fin_ws_ns = -0.02251
slew_violations = 0
setup_violations = 1
rsz0062_at_grt = "true"
slew_headroom = 0.3726
finalCriticalPeriod_ns = 18.32
fmax_mhz = 54.58
hold_viol = 0

[placement]
gp_congestion = 0.9914
dp_worst_setup_slack_ns = -0.2132
placed_cells = 24020
io_buffers = 36
dpl.hpwl_mm = 367.8

[min_path]
min_path_type = "reg -> reg"

[clocking]
ctsLongestPathBuffers = 4
cts_tree = "done"
cts-root-buf = "clkbuf_16"
cts_sinks = 555
cts_buffers = 90
clk_latency_ns = 0.87
clk_pin_slew_worst_paths_ns = 0.06
cts_max_level = 3

[outcome]
status = "finished with violations"
violations = "negative setup slack"

[run]
maxCapViolCount = 0
warning_count = 785
synthesized netlist by cell type, types with 16 or more instances:
cell type / count / area [µm²]
nor3_1: 146 / 730.7
nand4_1: 38 / 237.7
or3_1: 31 / 193.9
a41oi_1: 16 / 140.1
and3_1: 29 / 181.4
mux2i_1: 24 / 240.2
nor2b_1: 123 / 769.5
xnor2_1: 583 / 5106
fa_1: 3366 / 67380
o21bai_1: 45 / 337.8
and2_1: 36 / 225.2
o21a_1: 177 / 1329
nor2_1: 420 / 1577
a211oi_1: 25 / 187.7
ha_1: 3748 / 46890
nand2b_1: 78 / 488.0
a21oi_1: 352 / 1762
or2_2: 73 / 456.7
a21o_1: 128 / 960.9
a31oi_1: 27 / 168.9
inv_1: 5236 / 19650
xor2_1: 280 / 2452
dfrtp_1: 555 / 13890
o21ai_1: 37 / 185.2
o31ai_1: 17 / 127.6
o21ai_0: 167 / 835.8
nand2_1: 161 / 604.3
nand3_1: 71 / 355.3
clkbuf_1: 34 / 127.6
final timing paths:
path / start / to / slack, ns / cells past startpoint
max: shift[9][5] / data_out[19] / -0.02 / 47
min reg2reg: shift[34][10] / shift[35][10] / 0.34 / 0
min: shift[34][10] / shift[35][10] / 0.34 / 0
min in group asynchronous: rst_n / shift[26][6] / 2.78 / 1
max in group asynchronous: rst_n / shift[13][2] / 12.27 / 6
max reg2reg: shift[20][14] / shift[21][14] / 17.00 / 1
what timing repair did:
action                                  CTS  global route
pin swaps                                40            24
endpoints found under the setup margin    1             2
endpoints found under the hold margin     0             0
hold buffers                              0             0
resized                                  74            57
setup buffers                             8            12
stage by stage:
step	hold slack [ns]	utilization	instance area, µm²
2_1_floorplan	0.3312	-	170000
3_5_place_dp	0.3347	0.3214	181500
3_3_place_gp	0.3320	0.3214	181500
4_1_cts	0.3426	0.3274	184900
5_1_grt	0.3515	0.3279	185200
6_report	0.3393	0.3280	185200
metal layers:
metal  routed length, µm  part of all wire
met1              171200              0.42
met2              184400              0.45
met3               40270             0.099
met4               12490             0.031
met5                  19          0.000047
cell families after synthesis:
logic type                 count (synthesis)  share of synthesized area
DFF                                      555                    0.08168
and+or+nand+nor                         1257                    0.03667
buffers and inverters                   5279                     0.1165
adders and majority gates               7115                     0.6722
AOI/OAI and AO/OA                       1161                    0.04500
muxes                                     38                   0.002340
xor gates and xnor gates                 872                    0.04562
cell usage in the layout, fill, tap and decap left out, types with 23 or more instances in the layout:
cell type / count
inv_1: 5219
ha_1: 3745
fa_1: 3343
xnor2_1: 571
dfrtp_1: 528
nor2_1: 419
a21oi_1: 339
xor2_1: 279
buf_4: 253
o21a_1: 177
o21ai_0: 165
nand2_1: 161
nor3_1: 146
a21o_1: 128
nor2b_1: 121
clkbuf_16: 91
nand2b_1: 78
or2_2: 73
nand3_1: 70
o21bai_1: 45
nand4_1: 38
o21ai_1: 37
and2_1: 35
clkdlybuf4s50_1: 35
or3_1: 31
and3_1: 29
dfrtp_2: 27
a31oi_1: 25
a211oi_1: 24
mux2i_1: 24
fa_2: 23
final cells by class:
type	count	area share
repair buffers	293	0.01262
clock inverters	45	0.002960
diodes	4	0.00005406
inverters	5243	0.1064
multi-input cells	10443	0.7386
well taps	7506	0.05072
clock buffers	114	0.01347
flip-flops and latches	555	0.07519
