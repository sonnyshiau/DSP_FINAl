### flow/run.sh
#!/bin/bash
# OpenROAD 26Q1-2900-gdf79404cd8, Yosys 0.63+post, stock flow scripts
make -C /OpenROAD-flow-scripts/flow DESIGN_CONFIG=/design/flow/config.mk WORK_HOME=/design/flow/orfs finish
### flow/config.mk
export PLATFORM = sky130hd
export DESIGN_NAME = fir_trans
export DESIGN_NICKNAME = fir_trans
export VERILOG_FILES = /design/flow/design.v
export SDC_FILE = /design/flow/constraint.sdc
export NUM_CORES = 4
export LEC_CHECK = 1
export CORE_UTILIZATION = 30
### flow/constraint.sdc
current_design fir_trans

set clk_period 51.7
set clk_io_pct 0.2

create_clock -name clk0 -period $clk_period [get_ports {clk}]

set non_clock_inputs [all_inputs -no_clocks]
set_input_delay [expr $clk_period * $clk_io_pct] -clock clk0 $non_clock_inputs
set_output_delay [expr $clk_period * $clk_io_pct] -clock clk0 [all_outputs]
### flow/design.v
`timescale 1ns / 1ps
module fir_trans(
    input wire clk,
    input wire rst_n,
    input wire signed[14:0] data_in,
    output wire signed[19:0] data_out
);
localparam inWL=15;
localparam macWL=20;
localparam tap_num = 37;
integer idx;
reg signed [inWL-1:0]  coeff   [0:tap_num-1];
reg signed [macWL-1:0]  acc     [0:tap_num-2];
reg signed [macWL-1:0]  dff_acc [0:tap_num-2];
reg signed [inWL*2-1:0] mul    [0:tap_num-1];
initial begin
    coeff[0] = -15'd38; coeff[1] = -15'd137; coeff[2] = 15'd0;
    coeff[3] = 15'd241; coeff[4] = 15'd120; coeff[5] = -15'd331;
    coeff[6] = -15'd351; coeff[7] = 15'd338; coeff[8] = 15'd690;
    coeff[9] = -15'd178; coeff[10] = -15'd1114; coeff[11] = -15'd267;
    coeff[12] = 15'd1562; coeff[13] = 15'd1185; coeff[14] = -15'd1964;
    coeff[15] = -15'd3176; coeff[16] = 15'd2241; coeff[17] = 15'd11639;
    coeff[18] = 15'd16383; coeff[19] = 15'd11639; coeff[20] = 15'd2241;
    coeff[21] = -15'd3176; coeff[22] = -15'd1964; coeff[23] = 15'd1185;
    coeff[24] = 15'd1562; coeff[25] = -15'd267; coeff[26] = -15'd1114;
    coeff[27] = -15'd178; coeff[28] = 15'd690; coeff[29] = 15'd338;
    coeff[30] = -15'd351; coeff[31] = -15'd331; coeff[32] = 15'd120;
    coeff[33] = 15'd241; coeff[34] = 15'd0; coeff[35] = -15'd137;
    coeff[36] = -15'd38;
end
always @* begin
    for(idx=0; idx < tap_num ; idx=idx+1)begin
       mul[idx] = data_in * coeff[idx];
    end
    for (idx=0; idx < tap_num-1 ; idx=idx+1)begin
        acc[idx] = dff_acc[idx] + mul[idx+1][29:10];
    end
end
always@(posedge clk or negedge rst_n)begin
    if(~rst_n)begin
        for(idx=0;idx<tap_num-1;idx=idx+1)begin
            dff_acc[idx] <= 20'd0;
        end
    end
    else begin
        dff_acc[0] <= mul[0][29:10];
        for(idx=1;idx<tap_num-1;idx=idx+1)begin
            dff_acc[idx] <= acc[idx-1];
        end
    end
end
assign data_out = acc[tap_num-2];
endmodule
==> impl_metrics.py <==
# Synthesis and PnR figures
metrics = {
    "status": {
        "outcome": "completed",
    },
    "timing": {
        "period_used_pct": 59.4,
        "relSlewSlack_pct": 35.0,
        "tightest_slew_ps": 964,
        "setup_viol_count_final": 0,
        "max_clock_freq_ghz": 0.0326,
        "whs_ps": 338,
        "finalClockSkew_ps": 203,
        "fin_crit_ps": 30700,
        "slew_viol_final": 0,
        "hold_viol": 0,
        "rsz0062_at_grt": "no",
        "tns_ps": 0,
    },
    "yosys": {
        "synth.top_cell.area_share_pct": 23.8,
        "yosys_warnings": 4,
        "syn_inst": 10100,
        "ys_chip_area_sq_um": 99200,
        "synth_area_sq_um": 99200,
        "seq_area_frac_synth_pct": 18.2,
        "edf_count": 0,
        "postSynthAreaPerCell_sq_um": 9.83,
        "ys.flops": 720,
        "largest_area_cell": "ha_1",
        "area_leaders": "ha_1, fa_1, dfrtp_1",
        "ys_async_sr_fraction_pct": 100,
        "yosys_cells": 10100,
        "ys_types": 90,
        "yosys_most_used_dff": "dfrtp_1",
    },
    "critical_path": {
        "crit_fanout": 19,
        "cpMostUsedCell": "fa_1",
        "worstSetupPathType": "primary input to output pin",
        "crit_required_ps": 41360,
        "crit_arrival_ps": 20360,
        "slowest_stage": "fa_1",
        "worst_setup_path_start_kind": "primary input",
        "endpoint_kind": "output pin",
        "max_stage_delay_ps": 750,
    },
    "global_route": {
        "grt.total_usage_pct": 26.0,
        "grt_max_degree": 120,
        "overflow": 0,
        "grt_pass1_vias": 73600,
        "grt_antenna_before_repair": 22,
        "grt_pass1_wl_um": 574000,
    },
    "final_layout": {
        "area_growth_pct": 10.0,
        "largest_reg_flops": 720,
        "regMostFlops": "dff_acc",
        "layout-drive-gt1-share_pct": 3.97,
        "fin_cells": 14800,
        "top_regs": "dff_acc (720)",
    },
    "detailed_routing": {
        "drt_iter0_drc": 4684,
        "drc": 0,
        "finalWirelength_um": 411000,
        "vias": 72400,
        "ant_nets": 0,
        "drt_first_pass_iters": 6,
        "wl_per_cell_um": 27.8,
        "via_per_inst": 4.90,
    },
    "clocking": {
        "cts_tree": "done",
        "cts_buffers": 85,
        "holdBufCountCts": 0,
        "numClockSinks": 720,
        "cts_post_setup_buffers_inserted": 0,
        "clock_latency_ps": 740,
        "clk_path_buf_depth": 3,
        "cts_root_buffer": "clkbuf_16",
        "htree_levels": 3,
        "clkTransAtPathRegs_ps": 60,
        "cts.repair.resized": 0,
    },
    "placed_design": {
        "placed_cells": 14600,
        "portBuffers": 36,
        "globalplace.congestion": 1.11,
        "hpwl_um": 362000,
    },
    "floorplan": {
        "io_pins": 37,
        "initial_core_util_pct": 30.2,
        "chipArea_sq_um": 333000,
        "die_h_um": 577,
        "core_sq_um": 328000,
        "placementRows": 210,
        "die_w_um": 577,
    },
    "worst_hold_path": {
        "hold_class": "register to register",
    },
    "job": {
        "cap_violations": 0,
        "warnings": 176,
    },
}
-- synthesized netlist by cell type (13+ instances only) --
cell,instances
a211oi_1,67
nor3_1,222
nand4_1,41
nand2b_1,88
and2_1,49
xor2_1,269
o31ai_1,28
o2111ai_1,13
a211o_1,18
or2_2,42
nor2b_1,115
o41a_1,20
fa_1,1082
and3_1,71
o21ai_1,48
a21oi_1,551
o21ai_0,245
o31a_1,18
a31oi_1,63
a21o_1,233
ha_1,1883
o41ai_1,22
o21bai_1,81
o41ai_2,15
nor2_1,612
dfrtp_1,720
xnor2_1,647
o211ai_1,33
inv_1,1836
nand3b_1,13
a31o_2,18
a41oi_1,17
or3_1,66
o21a_1,156
nand2_1,298
a41o_1,13
nand3_1,156
-- layout by cell type, fill, tap and decap left out, types with 18 or more instances in the layout --
cell type / instances
ha_1: 1883
inv_1: 1836
fa_1: 1082
dfrtp_1: 720
xnor2_1: 644
nor2_1: 612
a21oi_1: 551
nand2_1: 298
xor2_1: 268
o21ai_0: 245
a21o_1: 233
nor3_1: 222
nand3_1: 156
o21a_1: 156
buf_4: 156
nor2b_1: 115
nand2b_1: 88
clkbuf_16: 85
o21bai_1: 81
and3_1: 71
or3_1: 66
a211oi_1: 65
a31oi_1: 63
and2_1: 49
o21ai_1: 48
or2_2: 42
nand4_1: 41
o211ai_1: 33
clkdlybuf4s50_1: 31
o31ai_1: 28
o41ai_1: 22
o41a_1: 20
clkbuf_8: 19
o31a_1: 18
a211o_1: 18
a31o_2: 18
-- per-stage QoR --
step | util, % | setup slack [ps] | instance area (sq um)
2_1_floorplan | - | 22160 | 99200
3_3_place_gp | 32.4 | 20990 | 106000
3_5_place_dp | 32.4 | 21030 | 106000
4_1_cts | 33.3 | 21000 | 109000
5_1_grt | 33.3 | 20500 | 109000
6_report | 33.3 | 21000 | 109000
-- kinds of logic (layout without fill, tap and decap cells) --
family | Yosys count | in the layout | synth area share, %
adder cells (fa/ha/maj) | 2966 | 2966 | 45.6
buffers and inverters | 1854 | 2186 | 7.02
AND/OR/NAND/NOR | 1817 | 1817 | 8.78
AND-OR/OR-AND | 1791 | 1791 | 12.0
XOR/XNOR | 925 | 925 | 8.29
flip-flops | 720 | 720 | 18.2
multiplexers | 12 | 12 | 0.121
other | 0 | 8 | 0
-- path summary, 6_finish.rpt --
path / to / cells past startpoint / slack [ps] / start
worst min-delay path: dff_acc[2][6] / 0 / 340 / dff_acc[1][6]
min in group asynchronous: dff_acc[6][10] / 1 / 9580 / rst_n
max in group asynchronous: dff_acc[18][2] / 4 / 39660 / rst_n
worst max register to register: dff_acc[7][14] / 12 / 47470 / dff_acc[6][0]
worst max-delay path: data_out[19] / 32 / 21000 / data_in[4]
worst min register to register: dff_acc[2][6] / 0 / 340 / dff_acc[1][6]
-- layer usage --
layer,global-route usage (%),vias to the layer above,wire [um]
met5,2.07,-,1120
met4,13.7,36,28500
met3,9.78,593,38400
met2,38.0,2160,177000
met1,33.8,35400,166000
li1,-,34200,-
-- layout make-up --
type / count / area (sq um)
fillers: 33500 / 219000
multi-input cells: 7511 / 74200
flip-flops and latches: 720 / 18000
inverters: 1838 / 6900
well taps: 4346 / 5440
clock buffers: 114 / 2430
repair buffers: 194 / 1570
clock inverters: 40 / 514
diodes: 8 / 20.0
-- worst max-delay path: cells and delay by family --
family                     cells  cell delay [ps]
xor gates and xnor gates       2              320
AOI/OAI and AO/OA              9             1790
buffers and inverters          6             2280
and+or+nand+nor                7             1370
adders and majority gates      8             4220
