--- ./design.v ---
`timescale 1ns / 1ps
module fir_pipe(
    input wire clk,
    input wire rst_n,
    input wire signed[14:0] data_in,
    output wire signed[19:0] data_out
);
localparam inWL=15;
localparam macWL=20;
localparam tap_num = 37;
reg signed [inWL-1:0]   coeff  [0:tap_num-1];
reg  signed [inWL-1:0]   data_in_reg0  [0:tap_num-2]; 
reg  signed [inWL-1:0]   data_in_reg1  [0:tap_num-2]; 
reg  signed [inWL*2-1:0] mul;
reg signed  [macWL-1:0]  acc        [0:tap_num-1];
reg signed  [macWL-1:0]  acc_dff    [0:tap_num-1];
integer j;
initial begin
    coeff[0] = -15'd38; coeff[1] = -15'd137; coeff[2] = 15'd0;
    coeff[3] = 15'd241; coeff[4] = 15'd120; coeff[5] = -15'd331;
    coeff[6] = -15'd351; coeff[7] = 15'd338; coeff[8] = 15'd690;
    coeff[9] = -15'd178; coeff[10] = -15'd1114; coeff[11] = -15'd267;
    coeff[12] = 15'd1562; coeff[13] = 15'd1185; coeff[14] = -15'd1964;
    coeff[15] = -15'd3176; coeff[16] = 15'd2241;coeff[17] = 15'd11639;
    coeff[18] = 15'd16383; 
    coeff[19] = 15'd11639; coeff[20] = 15'd2241;coeff[21] = -15'd3176; 
    coeff[22] = -15'd1964; coeff[23] = 15'd1185; coeff[24] = 15'd1562; 
    coeff[25] = -15'd267; coeff[26] = -15'd1114;
    coeff[27] = -15'd178; coeff[28] = 15'd690; coeff[29] = 15'd338;
    coeff[30] = -15'd351; coeff[31] = -15'd331; coeff[32] = 15'd120;
    coeff[33] = 15'd241; coeff[34] = 15'd0; coeff[35] = -15'd137;
    coeff[36] = -15'd38;
end
always @(posedge clk or negedge rst_n) begin
    if (~rst_n) begin
        for (j = 0; j < tap_num-1; j = j + 1) begin
            data_in_reg0[j] <= 0;
            data_in_reg1[j] <= 0;
        end
    end else begin
        data_in_reg0[0] <= data_in;
        data_in_reg1[0] <= data_in_reg0[0];
        for (j = 1; j < tap_num-1; j = j + 1)  begin
            data_in_reg0[j] <= data_in_reg1[j-1];
            data_in_reg1[j] <= data_in_reg0[j];
        end
    end
end
always @(posedge clk or negedge rst_n) begin
    if (~rst_n) begin
        for (j = 0; j < tap_num; j = j + 1) begin
            acc[j] <= 0;
        end
    end else begin
        for (j = 0; j < tap_num; j = j + 1) begin
            acc[j] <= acc_dff[j];
        end
    end
end
always@*begin
    for (j=0;j<tap_num;j=j+1)begin
        mul = (j==0)? data_in * coeff[0] :data_in_reg1[j-1] * coeff[j];
        acc_dff[j] = (j==0)? mul[29:10]:acc[j-1]+ mul[29:10];
    end
end
assign data_out = acc_dff[tap_num-1]; 
endmodule
--- ./run.sh ---
#!/bin/bash
# OpenROAD 26Q1-2900-gdf79404cd8, Yosys 0.63+post, stock flow scripts
make -C /OpenROAD-flow-scripts/flow DESIGN_CONFIG=/design/flow/config.mk WORK_HOME=/design/flow/orfs finish
--- ./config.mk ---
export PLATFORM = sky130hd
export DESIGN_NAME = fir_pipe
export DESIGN_NICKNAME = fir_pipe
export VERILOG_FILES = /design/flow/design.v
export SDC_FILE = /design/flow/constraint.sdc
export NUM_CORES = 4
export LEC_CHECK = 1
export CORE_UTILIZATION = 40
--- ./constraint.sdc ---
current_design fir_pipe

set clk_period 16.3
set clk_io_pct 0.2

create_clock -name clk0 -period $clk_period [get_ports {clk}]

set non_clock_inputs [all_inputs -no_clocks]
set_input_delay [expr $clk_period * $clk_io_pct] -clock clk0 $non_clock_inputs
set_output_delay [expr $clk_period * $clk_io_pct] -clock clk0 [all_outputs]
==> run_results.csv <==
group,metric,value,unit
layout,syn2layout_area_growth,7.941,%
routing,viasPerCell,4.657,
routing,antenna_left,0,
timing,whs,294.6,ps
clock_tree,post-cts-setup-buffer-count,0,
logic_synthesis,ys_cells,20160,
critical_path,endpoint,"data_out[19]",
routing,vias,128600,
floorplanning,io-pin-count,37,
logic_synthesis,yosysChipArea,213400,um^2
logic_synthesis,edf_count,0,
critical_path,slowest_delay,680,ps
clock_tree,cts_hold_buf,0,
clock_tree,clk_pin_slew,70,ps
global_route,antenna_found_initial,2,
clock_tree,cts.sinks,1800,
floorplanning,die_area,536400,um^2
critical_path,cp_max_fo,10,
layout,drive_gt1_share,2.732,%
placed_design,io_buffers,36,
timing,clock.fmax,0.08059,GHz
flow_run,tool_warnings,785,
critical_path,worst_path_max_delay_cell,"dfrtp_1",
critical_path,timing.rr.end,"acc[18][19]",
placed_design,dp_hpwl,346800,um
floorplanning,die-width,732.4,um
logic_synthesis,synth-seq-cells,1800,
logic_synthesis,synth_warnings,5,
critical_path,startpoint,"data_in_reg1[35][6]",
layout,utilization,43.45,%
logic_synthesis,syn-mean-instance-area,10.59,um^2
timing,slew_headroom,28.81,%
floorplanning,rows,267,
timing,fin_crit_sh,76.13,%
min_path,hold_class,"flop to flop",
timing,tightest_slew,1041,ps
critical_path,crit_type,"flop to primary output",
critical_path,crit_path_end_kind,"primary output",
clock_tree,clock_path_buffers,4,
logic_synthesis,async_flop_share,100.0,%
clock_tree,cts_root_buffer,"clkbuf_16",
logic_synthesis,ys.flop_type,"dfrtp_1",
timing,rsz0062_at_grt,"no",
global_route,track_usage,17.00,%
global_route,grt_max_degree,116,
timing,setup_violations,0,
run_status,outcome,"finished, final reports clean",
routing,firstDrtPassIters,7,
min_path,min_from,"data_in_reg0[16][12]",
logic_synthesis,ys_types,97,
clock_tree,clock_latency,970,ps
flow_run,maxCapViolCount,0,
timing,finalHoldViolations,0,
routing,wirelength,412700,um
critical_path,worstPathArrival,9150,ps
timing,finalClockSkew,87.83,ps
floorplanning,core,530200,um^2
clock_tree,post_cts_resized,0,
timing,maxSlewViolCount,0,
placed_design,globalplace.congestion,0.8939,
critical_path,r2r_setup_slack,7870,ps
routing,wl_per_cell,14.95,um
critical_path,cp.required,13040,ps
critical_path,timing.rr.start,"data_in_reg1[17][14]",
global_route,grt_pass1_vias,136600,
global_route,grt_first_pass_wirelength,706200,um
floorplanning,fp_util,40.25,%
logic_synthesis,ys_seq_share,21.11,%
logic_synthesis,synth_cells,20160,
global_route,grt_overflow,0,
critical_path,worst-r2r-cell-count,27,
clock_tree,cts_buffers,210,
routing,drc_errors,0,
timing,tns,0,ps
critical_path,start_kind,"flop",
floorplanning,fp.dieH,732.4,um
clock_tree,htreeDepth,4,
timing,period_minus_slack,12410,ps
routing,drt_iter0_drc,4628,
clock_tree,tritoncts,"built",
logic_synthesis,synthesis.area,213400,um^2
-- kinds of logic after synthesis --
group,synth area share (%)
simple gates,5.514
xor+xnor,5.467
mux,0.2029
compound gates,7.251
fa+ha+maj,51.60
flops,21.11
buf+inv,8.860
-- critical path, delay by kind of cell (launching register included) --
family	cells	cell delay [ps]
AND-OR/OR-AND	9	2600
flip-flops	1	680
AND/OR/NAND/NOR	6	820
adder cells (fa/ha/maj)	8	3120
buffers and inverters	5	830
XOR/XNOR	1	150
-- cell usage after synthesis, types with 18 or more instances --
cell	count	area, um^2
xor2_1	338	2960
o31a_1	19	166.4
mux2i_1	32	320.3
a21o_1	260	1952
and3_1	84	525.5
o31ai_1	39	292.8
o41ai_1	49	429.2
a211oi_1	101	758.2
a211o_1	24	210.2
nand2_1	363	1363
a21oi_1	721	3608
nand2b_1	116	725.7
fa_1	2791	55870
o21ai_1	143	715.7
nand3_1	211	1056
xnor2_1	994	8706
o21ai_0	280	1401
nand4_1	45	281.5
ha_1	4335	54240
inv_1	4990	18730
o2111ai_1	18	157.7
a2111oi_0	19	166.4
or3_1	85	531.8
o21bai_1	112	840.8
and2_1	53	331.6
or2_2	63	394.1
a41oi_1	23	201.4
a41o_1	28	280.3
nor2_1	870	3266
a31oi_1	71	444.2
dfrtp_1	1800	45040
o21a_1	193	1449
nor2b_1	182	1139
nor3_1	314	1572
a21boi_1	19	142.6
o211ai_1	39	292.8
clkbuf_1	39	146.4
-- placed cells by master, fill, tap and decap left out, drive strengths merged, types with 314 or more instances in the layout --
master,synthesis,routed
inv,4994,5022
ha,4335,4335
fa,2791,2791
dfrtp,1800,1800
xnor2,994,994
nor2,870,870
a21oi,723,723
o21ai,423,423
nand2,363,363
xor2,338,338
nor3,314,314
-- flip-flops by register name, indices dropped and copies added, names as in the netlist --
| register | flops |
|---|---|
| acc | 720 |
| data_in_reg0 | 540 |
| data_in_reg1 | 540 |
-- through the flow --
step / cell area, um^2 / cells / worst slack (ps)
after detailed placement: 223000 / 27220 / 4707
after floorplan: 213400 / 20160 / 5948
after global placement: 223000 / 27220 / 4598
final: 230400 / 27610 / 3891
after global routing: 230300 / 27610 / 3195
after CTS: 230300 / 27600 / 3669
-- metal layers --
layer,global-route usage (%),part of all wire (%),up-vias
met5,0.01780,0,-
met4,2.145,1.6,0
met3,3.712,4.9,359
met2,27.71,48,1687
met1,24.96,45,61970
li1,-,-,64560
-- final cells by class --
type | count | area [um^2]
tap | 6994 | 8751
antenna | 4 | 10.01
sequential | 1800 | 45040
fill | 49140 | 299800
timing repair buffer | 111 | 965.9
inverter | 4995 | 18750
multi-input combinational | 13320 | 149500
clock buffer | 262 | 5720
clock inverter | 123 | 1655
-- worst min path at each step --
stage | endpoint | slack (ps) | cells after the start
final | data_in_reg1[16][12] | 290 | 0
after global routing | data_in_reg1[16][12] | 300 | 0
after CTS | data_in_reg1[16][12] | 290 | 0
